===== /design/flow/run.sh =====
#!/bin/bash
# OpenROAD 26Q1-2900-gdf79404cd8, Yosys 0.63+post, stock flow scripts
make -C /OpenROAD-flow-scripts/flow DESIGN_CONFIG=/design/flow/config.mk WORK_HOME=/design/flow/orfs finish

===== /design/flow/config.mk =====
export PLATFORM = sky130hd
export DESIGN_NAME = scroll
export DESIGN_NICKNAME = scroll
export VERILOG_FILES = /design/flow/design.v
export SDC_FILE = /design/flow/constraint.sdc
export NUM_CORES = 4
export LEC_CHECK = 1
export CORE_AREA = 10 10 72 72
export DIE_AREA = 0 0 82 82

===== /design/flow/constraint.sdc =====
current_design scroll

set clk_period 2.2
set clk_io_pct 0.2

create_clock -name clk0 -period $clk_period [get_ports {clk}]

set non_clock_inputs [all_inputs -no_clocks]
set_input_delay [expr $clk_period * $clk_io_pct] -clock clk0 $non_clock_inputs
set_output_delay [expr $clk_period * $clk_io_pct] -clock clk0 [all_outputs]

===== /design/flow/design.v =====
module convert(
    input [3:0] in,
    output reg [3:0] out
    );
    always @ * begin
        case (in)
            4'd0: out = 4'hA;
            4'd1: out = 4'hA;
            4'd2: out = 4'hC;
            4'd3: out = 4'h0;
            4'd4: out = 4'hF;
            4'd5: out = 4'hF;
            4'd6: out = 4'hE;
            4'd7: out = 4'hE;
            4'd8: out = 4'hA;
            4'd9: out = 4'h1;
            4'd10:out = 4'h5;
            4'd11:out = 4'hA;
            4'd12:out = 4'h9;
            4'd13:out = 4'h0;
            4'd14:out = 4'h0;
            4'd15:out = 4'hD;
        endcase
    end
endmodule
module scroll(
    input clk,
    input rst,
    output [15:0] display
    );
    reg [3:0] count;
    wire [3:0] a, b, c, d;
    assign a = count;
    assign b = count + 1;
    assign c = count + 2;
    assign d = count + 3;
    convert seg_1(.in(a), .out(display[15:12]));
    convert seg_2(.in(b), .out(display[11:8]));
    convert seg_3(.in(c), .out(display[7:4]));
    convert seg_4(.in(d), .out(display[3:0]));
    always @(posedge clk) begin
        if (rst)
            count <= 4'd0;
        else
            count <= count + 1'd1;
    end
endmodule
module Lab5_top(input clk, rst, sel, output [6:0] seg_L, output [3:0] anode_L);
    wire adjusted_clk;
    wire [15:0] value;
    scroll uut1 (.clk(adjusted_clk), .rst(rst), .display(value));
    slow_clkgen uut2 (.clk(clk), .rst(rst), .clk_out(adjusted_clk));
    seg7_driver uut3 (.clk(clk), .rst(rst), .sel(sel), .value(value), .anode_d(4'b0000), .seg_L(seg_L), .anode_L(anode_L));
endmodule

==> datasheet_impl.txt <==
Implementation parameters

Parameter                              Value

Cells and area
  Layout Area Growth over Synthesis    105%
  Area used by sequential logic in the layout    168 sq um
  Share of cells above drive strength 1    between 50% and 60%
  Logic cell area    between 800 and 900 sq um
  Layout filler cell count    325

Synth
  Chip area line of the yosys report    813 sq um
  Total cells reported by yosys after synthesis    103
  Library cell with the largest summed area after synthesis    dfxtp_1
  Number of distinct library cells after synthesis    36
  Post-Syn Instances    103
  Avg Synthesized Cell Area    approximately 7.9 sq um
  Synth flops    8
  Seq/Total Area, Yosys    19.7%
  Post-Syn Area    between 800 and 900 sq um
  Area share of the largest cell type after synthesis    roughly a fifth
  Number of warnings issued by yosys    2
  Ranking of synthesized cells by area    dfxtp_1 20%, ha_1 17%, xnor2_1 5.4%

Setup path
  Critical path launch point type    flip-flop
  Worst-path fanout max    3
  Cell-by-cell trace of the critical path    buf_6 > buf_6 > ha_4 > xnor2_4 > buf_6 > buf_6 > nand2_2 > mux2_4 > buf_6
  Worst-case reg-to-reg path depth    12
  Worst r2r src    count[1]$_SDFF_PP0_
  Crit path largest cell delay    ~320 ps
  Start point of the critical path    count[1]$_SDFF_PP0_
  Required arrival time at the worst endpoint    ~1800 ps
  Cell with the most instances on the worst path    buf_6
  Slowest cell on the critical path    dfxtp_2
  Kind of end point of the critical path    output pin
  Class of the most critical setup path    reg2out
  Critical path arrival    approximately 1800 ps

Placed design
  Port bufs    17
  Placement-stage worst setup slack    -258 ps
  Gp weighted congestion    0.892
  Detailed Place HPWL    ~1.8 mm

Final timing
  Relative slew slack    between 70 and 80%
  Unrepaired setup endpoints after global routing    true
  Worst-case clock skew    4.78 ps
  Hold_ws    slightly below 800 ps
  Final-report hold violation count    0
  Final Slew Violations    0
  Transition time at the pin with the least slew margin    between 400 and 500 ps
  Count of final setup violators    0
  Cycle use final    99.4%
  Fmax    ~460 MHz
  Post-route minimum period    ~2200 ps
  Final critical-path setup slack    between 10 and 15 ps

Clock network
  Clock tree from TritonCTS    yes
  H-Tree Depth    1
  Clock Sink Count    8
  Number of buffers created by CTS    3
  Maximum clock path buffer count    2
  Hold-fix buffers, CTS    0
  Source-to-sink clock delay at the later pin of the worst-skew pair    roughly 230 ps
  Root Buffer    clkbuf_8
  Clock-pin slew on the worst setup and hold paths    roughly 40 ps

Routing
  Starting DRT DRC Count    67
  Routed wirelength normalized by instance count    approximately 15 um
  Total antenna diodes in the routed design    0
  Total routed wirelength    just over 3 mm
  1st-pass router iterations    5
  Overall via count from detail_route    about 1,000
  DRC errors left    0
  DR vias/cell    about 4.7
  Post-DRT Antenna Nets    0

Power
  Power per standard cell area    463 nW/um^2
  Leakage dissipation    about 0.72 nW
  Peak supply drop    0.221 mV

Floorplanning
  Core Region    3690 sq um
  IO Pins    18
  Total number of placement rows    22
  Chip Footprint    just under 7000 sq um
  Share of the core filled by cells before placement    between 20% and 30%
  Die span in y    between 80 and 90 um
  Die Wd    just over 80 um

GRT
  Global-route wire length before repair    approximately 4.5 mm
  Largest net degree at the start of global routing    15
  Global-route congestion overflow total    0
  Global routing usage summed across all routing layers    about 8.3%
  Antenna violations before repair    0
  Via count of the first global-routing pass    slightly below 1k

Run
  OpenROAD warning count    34
  Reported max-cap violation count    0

Run status
  Status    finished clean

Worst hold path
  Hold Crit Class    reg2reg
  Hold_sp    count[0]$_SDFF_PP0_
  Hold Path Stages    3
## cell families after synthesis
| group | count (synthesis) | share of synthesized area, % |
|---|---|---|
| AND-OR/OR-AND | 28 | 21.7 |
| XOR/XNOR | 10 | 11.7 |
| adder cells (fa/ha/maj) | 11 | 16.9 |
| buffers and inverters | 15 | 7.23 |
| flip-flops | 8 | 19.7 |
| multiplexers | 2 | 2.62 |
| AND/OR/NAND/NOR | 29 | 20.2 |
## timing repair
item | CTS | global route
pin swaps | 13 | 13
gates cloned | 0 | 0
setup endpoints to repair | 12 | 8
setup buffers | 11 | 7
resized | 60 | 18
## critical path, delay by kind of cell (launching register included)
family	cells	cell delay, ps
buffers and inverters	5	550
xor gates and xnor gates	1	160
adders and majority gates	1	190
muxes	1	270
and+or+nand+nor	1	30
DFF	1	320
## per-layer routing
layer / track usage, % / up-vias / routed length, um
met1: 10.3 / 475 / 1330
li1: - / 482 / -
met2: 14.3 / 20 / 1580
met4: 2.04 / 0 / 28
met3: 1.65 / 4 / 140
met5: 0 / - / 0
## worst paths after layout
kind	to	slack, ps
max	display[11]	10
min	count[0]$_SDFF_PP0_	780
max reg2reg	seg_1.out[3]$_DFF_P_	170
min reg2reg	count[0]$_SDFF_PP0_	780
## final cells by class
cell class              instances  share of cell area [%]
clock buffers                   4                    2.70
repair buffers                 60                    31.6
multi-input cells              80                    50.0
well taps                      48                    3.60
flip-flops and latches          8                    10.0
inverters                       9                    2.02
## state kept, by name (all words and copies together) (netlist names)
register	cells
count	4
seg_1.out	4
## cells in the final DEF (no fill, tap or decap), types with 2 or more instances in the layout
cell type / count
ha_4: 6
o21ai_1: 2
a21oi_1: 4
o21ai_0: 5
o32ai_1: 2
dfxtp_1: 4
a21boi_2: 2
clkdlybuf4s50_1: 5
nand3_1: 2
nor2_1: 9
a32oi_1: 2
buf_4: 30
buf_6: 13
nor2b_1: 2
nand3b_1: 3
clkbuf_8: 3
dfxtp_2: 3
xnor2_2: 2
buf_2: 3
xnor2_4: 3
a31oi_1: 3
nand2b_1: 2
xor2_4: 2
inv_2: 2
dlygate4sd2_1: 5
xor2_1: 2
ha_1: 5
inv_1: 7
## stage by stage
stage | util (%) | cells | instance area [sq um] | power, W | setup TNS, ps
global placement | 33.3 | 189 | 1230 | 0.000482 | -1470
finish | 45.3 | 209 | 1670 | 0.000772 | 0
global route | 45.3 | 209 | 1670 | 0.000822 | -248
detailed placement | 33.3 | 189 | 1230 | 0.000483 | -1790
CTS | 42.2 | 203 | 1560 | 0.000728 | -432
floorplan | - | 103 | 840 | 0.000311 | 0
## Yosys cell counts
| cell | n |
|---|---|
| a211oi_1 | 1 |
| a21boi_0 | 2 |
| a21oi_1 | 6 |
| a31oi_1 | 3 |
| a32oi_1 | 2 |
| and2_1 | 1 |
| and3b_1 | 1 |
| buf_1 | 1 |
| buf_2 | 2 |
| clkbuf_1 | 3 |
| dfxtp_1 | 8 |
| ha_1 | 11 |
| inv_1 | 9 |
| mux2_2 | 1 |
| mux2i_1 | 1 |
| nand2_1 | 1 |
| nand2b_1 | 3 |
| nand3_1 | 2 |
| nand3b_1 | 3 |
| nand4_1 | 1 |
| nor2_1 | 9 |
| nor2b_1 | 2 |
| nor3_1 | 2 |
| o211ai_1 | 1 |
| o21ai_0 | 7 |
| o21bai_1 | 1 |
| o22ai_1 | 2 |
| o31ai_1 | 1 |
| o32ai_1 | 2 |
| or2_2 | 1 |
| or3_1 | 1 |
| or4_1 | 1 |
| or4bb_1 | 1 |
| xnor2_1 | 5 |
| xnor2_2 | 1 |
| xor2_1 | 4 |
## report_power, final
group	leakage, nW	switching (W)	internal [W]
Sequential	0.0675	0.00000655	0.000158
Combinational	0.629	0.000179	0.000244
Clock	0.0228	0.0000583	0.000126
Total	0.719	0.000244	0.000528
No activity file was given, so power comes from the tool's default toggle rates.
